## design/flow/run.sh

```bash
#!/bin/bash
# OpenROAD 26Q1-2900-gdf79404cd8, Yosys 0.63+post, stock flow scripts
make -C /OpenROAD-flow-scripts/flow DESIGN_CONFIG=/design/flow/config.mk WORK_HOME=/design/flow/orfs finish
```

## design/flow/config.mk

```make
export PLATFORM = sky130hd
export DESIGN_NAME = registerfile
export DESIGN_NICKNAME = registerfile
export VERILOG_FILES = /design/flow/design.v
export SDC_FILE = /design/flow/constraint.sdc
export NUM_CORES = 4
export LEC_CHECK = 1
export CORE_UTILIZATION = 50
```

## design/flow/constraint.sdc

```tcl
current_design registerfile

set clk_period 22.7
set clk_io_pct 0.2

create_clock -name clk0 -period $clk_period [get_ports {clk}]

set non_clock_inputs [all_inputs -no_clocks]
set_input_delay [expr $clk_period * $clk_io_pct] -clock clk0 $non_clock_inputs
set_output_delay [expr $clk_period * $clk_io_pct] -clock clk0 [all_outputs]
```

## design/flow/design.v

```verilog
module registerfile (
    input  logic        clk,
    input  logic        rst,      
    input  logic        WE3,      
    input  logic [4:0]  AD1,      
    input  logic [4:0]  AD2,      
    input  logic [4:0]  AD3,      
    input  logic [31:0] WD3,      
    output logic [31:0] RD1,      
    output logic [31:0] RD2,      
    output logic [31:0] a0
);
    logic [31:0] registers [31:0];
    initial begin
        for (int i = 0; i < 32; i = i + 1)
            registers[i] = 32'h0;
    end
    always_ff @(negedge clk) begin
        if (rst) begin
            for (int i = 0; i < 32; i = i + 1)
                registers[i] <= 32'h0;
        end
        else if (WE3 && (AD3 != 5'b0)) begin  
            registers[AD3] <= WD3;
        end
    end
    assign RD1 = (AD1 == 5'b0) ? 32'h0 : registers[AD1];
    assign RD2 = (AD2 == 5'b0) ? 32'h0 : registers[AD2];
    assign a0 = registers[10];
endmodule
```

==> reports/qor.yml <==
rsz0062_at_grt: "no"
worstMarginPinSlew_ns: 1.23
avgSynthCellArea_um2: 15.5
detailedPlace.worstSlack_ns: 3.66
crit_type: "flop to output port"
numCtsBuffers: 115
p_per_area_nw_per_um2: 85.0
enable_flop_cells: 1024
io_pins: 146
cp.required_ns: 18.16
yosys_warnings: 1
yosys.area.top_type_share_pct: 56.7
final_cell_mix: "inv_1 (1048), edfxtp_1 (1024), and2_1 (994), mux4_2 (473), mux2i_1 (154)"
root_buffer: "clkbuf_16"
final_antenna_net_count: 0
grt_pass1_wl_um: 267000
cp-end-kind: "output port"
placedInstanceArea_um2: 57000
cts_tree: "built"
cts_hold_buf: 0
cts-htree-levels: 3
n_fill_cell: 7639
cts.sinks: 1024
drtIter0Drc: 2403
fp-row-count: 120
synth_seq_share_pct: 56.7
initCoreUtil_pct: 50.5
drv_cap: 0
place.gp.congestion: 0.950
holdWs_ns: 10.25
final_layout_size_suffix_gt1_share_pct: 19.9
core-area_um2: 107000
cts_buffer_depth: 3
ff_type: "edfxtp_1"
avgRoutedWirePerCell_um: 30.4
tns_ns: 0
start_kind: "flop"
die_area_um2: 110000
die_h_um: 331
synth_top_cell_by_area: "edfxtp_1"
stdcell_count: 6080
topCellsByArea: "edfxtp_1 (57%), mux4_2 (20%), and2_1 (11%), mux2i_1 (2.8%), clkbuf_1 (1.8%)"
log.warning_count: 1027
dp_hpwl_um: 114000
worstSetupStartpoint: "registers[10][22]"
cts_resized: 0
ys_types: 43
gr-total-overflow: 0
portBuffers: 145
top_register: "registers"
firstDrtPassIters: 6
largest_register_ff_count: 1024
maxSlewHeadroom_pct: 15.7
grt_max_degree: 99
peakVddDrop_uv: 74.1
reg_top3: "registers x1024"
slew_violations: 0
antenna_found_initial: 9
hold_violations: 0
cts_setup_buffers: 0
cts.clk_slew.worst_paths_ns: 0.03
status: "finished, final reports clean"
wirelength_um: 185000
synthArstFlopShare_pct: 0
fin_ws_ns: 3.24
layout_top_cell: "inv_1"
cp_max_fo: 3
yosys_cells: 3496
drcViolationCount: 0
syn2layout_area_growth_pct: 19.7
ys_ff: 1024
min_path_type: "input port to output port"
vias: 36700
placedCellCount: 4843
syn_area_um2: 54200
grt_usage_pct: 37.9
grt_pass1_vias: 41200
final_area_um2: 64900
arrival_ns: 14.92
p_leak_uw: 0.0265
setup_viol: 0
fp.dieW_um: 331
synthCells: 3496
vias_per_cell: 6.04
worstHoldStart: "AD1[0]"
yosys-stat-area_um2: 54200
## area by class of cell
| cell class | count | area (um^2) | area share [%] |
|---|---|---|---|
| Sequential cell | 1024 | 30700 | 47.4 |
| Multi-Input combinational cell | 2118 | 21900 | 33.8 |
| Clock inverter | 1113 | 4840 | 7.46 |
| Clock buffer | 121 | 3030 | 4.66 |
| Timing Repair Buffer | 296 | 2610 | 4.01 |
| Tap cell | 1403 | 1760 | 2.70 |
| Antenna cell | 4 | 10.0 | 0.0154 |
| Inverter | 1 | 3.75 | 0.00578 |
## logic make-up after synthesis
kind of cell,Yosys count,synth area share [%]
buffers and inverters,385,3.31
AOI/OAI and AO/OA,258,3.60
DFF,1024,56.7
muxes,661,23.2
other,1,0.00691
and+or+nand+nor,1167,13.2
## path summary, 6_finish.rpt
kind              cells past startpoint  slack (ns)      end
setup / recovery                      5        3.24  RD2[22]
hold / removal                        4       10.25  RD1[13]
## critical path, cell delays in order, from the launching register on
cell             delay (ns)
edfxtp_1               0.42
mux4_2                 0.47
a22o_1                 0.28
a2111oi_0              1.03
nor3_1                 0.18
clkdlybuf4s50_1        0.47
## per-layer routing
layer	global-route usage (%)	wire length, um
met1	45.1	58800
met2	52.5	87000
met3	30.4	32300
met4	14.1	5810
met5	3.95	668
## where the power goes
part	total, uW	switching, uW	internal [uW]
registers	2270	62.8	2200
clock network	2690	1240	1450
logic	569	318	251
total	5520	1620	3900
## metrics by stage
stage / total power, uW / util (%)
after global routing: 5840 / 60.5
after global placement: 3100 / 53.1
after floorplan: 2850 / -
after CTS: 5580 / 60.5
final: 5520 / 60.5
after detailed placement: 3110 / 53.1
## cells in the mapped netlist (all sizes together), types with 8 or more instances
master   count
o22ai       77
mux4       473
buf        122
a22o        48
or2         33
a211oi      32
nor2b       11
nand2        8
nor2        36
nor3        52
o221ai      26
clkbuf     261
a2111oi     26
mux2i      154
a22oi       19
and2       995
a21oi       12
mux2        34
edfxtp    1024
Power and IR drop assume default switching activity.
