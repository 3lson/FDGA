**/design/flow/run.sh**
```bash
#!/bin/bash
# OpenROAD 26Q1-2900-gdf79404cd8, Yosys 0.63+post, stock flow scripts
make -C /OpenROAD-flow-scripts/flow DESIGN_CONFIG=/design/flow/config.mk WORK_HOME=/design/flow/orfs finish
```
**/design/flow/config.mk**
```make
export PLATFORM = sky130hd
export DESIGN_NAME = pipeline_DECtoEXE
export DESIGN_NICKNAME = pipeline_DECtoEXE
export VERILOG_FILES = /design/flow/design.v
export SDC_FILE = /design/flow/constraint.sdc
export NUM_CORES = 4
export LEC_CHECK = 1
export CORE_AREA = 10 10 251 251
export DIE_AREA = 0 0 261 261
```
**/design/flow/constraint.sdc**
```tcl
current_design pipeline_DECtoEXE

set clk_period 1.0
set clk_io_pct 0.2

create_clock -name clk0 -period $clk_period [get_ports {clk}]

set non_clock_inputs [all_inputs -no_clocks]
set_input_delay [expr $clk_period * $clk_io_pct] -clock clk0 $non_clock_inputs
set_output_delay [expr $clk_period * $clk_io_pct] -clock clk0 [all_outputs]
```
**/design/flow/design.v**
```verilog
module pipeline_DECtoEXE #(
    parameter WIDTH = 32
)(
    input logic     clk,
    input logic     stall,
    input logic     flush,
    input logic [WIDTH-1:0] RD1D,
    input logic [WIDTH-1:0] RD2D,
    input logic [WIDTH-1:0] PCD,
    input logic [4:0]       Rs1D,
    input logic [4:0]       Rs2D,
    input logic [4:0]       RdD,
    input logic [WIDTH-1:0] ExtImmD,
    input logic [WIDTH-1:0] PCPlus4D,
    output logic [WIDTH-1:0] RD1E,
    output logic [WIDTH-1:0] RD2E,
    output logic [WIDTH-1:0] PCE,
    output logic [4:0]       Rs1E,
    output logic [4:0]       Rs2E,
    output logic [4:0]       RdE,
    output logic [WIDTH-1:0] ExtImmE,
    output logic [WIDTH-1:0] PCPlus4E,
    input logic RegWriteD,
    input logic ResultSrcD,
    input logic [3:0] ALUctrlD,
    input logic  ALUsrcD,
    input logic WD3SrcD,
    input logic [3:0] AddrModeD,
    input logic [2:0] branchD,
    input logic [1:0] JumpD,
    output logic RegWriteE,
    output logic ResultSrcE,
    output logic [3:0] ALUctrlE,
    output logic [3:0] AddrModeE,
    output logic ALUsrcE,
    output logic WD3SrcE,
    output logic [2:0] branchE,
    output logic [1:0] JumpE
);
always_ff @ (posedge clk) begin
    if(!stall) begin
        if(!flush) begin
            RegWriteE <= RegWriteD;
            ResultSrcE <= ResultSrcD;
            ALUctrlE <= ALUctrlD;
            AddrModeE <= AddrModeD;
            ALUsrcE <= ALUsrcD;
            WD3SrcE <= WD3SrcD;
            branchE <= branchD;
            JumpE <= JumpD;
            RD1E <= RD1D;
            RD2E <= RD2D;
            PCE <= PCD;
            Rs1E <= Rs1D;
            Rs2E <= Rs2D;
            RdE <= RdD;
            ExtImmE <= ExtImmD;
            PCPlus4E <= PCPlus4D;
        end
        else begin
            RegWriteE <= 1'b1;
            ResultSrcE <= 1'b0;
            ALUctrlE <= 4'b0000;
            AddrModeE <= 4'b1000;
            ALUsrcE <= 1'b1;
            WD3SrcE <= 1'b0;
            branchE <= 3'b000;
            JumpE <= 2'b00;
            RD1E <= 32'd0;
            RD2E <= 32'd0;
            PCE <= 32'd0;
            Rs1E <= 5'b0;
            Rs2E <= 5'b0;
            RdE <= 5'b0;
            ExtImmE <= 32'd0;
            PCPlus4E <= 32'd0;
        end
    end
end
endmodule
```
==> impl_metrics.toml <==
# generated from flow reports
[die]
die_w_um = 261
die_area_um2 = 68100
row_count = 88
core_um2 = 57600
fp_util_pct = 12.3
boundaryPins = 387
dieHeight_um = 261

[routing]
drtPass1Iterations = 6
wire_per_inst_um = 15.7
avgViaCountPerCell = 2.98
initialDrtViolationCount = 130
vias = 4776
drc = 0
antenna_cells = 0
postRouteAntennaNets = 0
drt_wl_total_mm = 25.2

[critical_path]
worstSetupStartpointType = "register"
required_ns = 0.80
path_cells = "buf_6"
cp.arrival_ns = 1.14
critPathMaxStageDelay_ns = 0.48
path_buffers = 1
worst-path-stages = 1
slowest_stage = "edfxtp_1"
setup.worst_path.end_class = "output port"
cp_top_family = "flip-flops"
critical_path.max_fanout = 1
crit_type = "register to output port"

[clock_network]
path_clk_slew_ns = 0.09
clock-root-buffer = "clkbuf_16"
hold_buffers = 0
cts_tree = "yes"
cts_buffers = 17
clkSinkCount = 192
clockBufferDepth = 2
cts_htree_levels = 4

[finish]
final_core_util_pct = 20.7
final_cell_mix = "edfxtp_1 (192), clkdlybuf4s50_1 (192), nor2b_1 (189)"
fin_area_um2 = 11900
num-fill-cells = 6112
drive_gt1_share_pct = 31.3
finalNonFillerCells = 1602
area_growth_pct = 68.2

[min_path]
hold_start = "flush"
worst_hold_path.endpoint = "RD2E[17]$_SDFFCE_PP0N_"
hold_class = "primary input to register"
hold_depth = 2

[place]
dp_slack_ns = -0.566
placed_cells = 1567
post_dp_cell_area_um2 = 12200
gp_congestion = 0.848
dp_hpwl_mm = 19.8
portBuffers = 386

[power_and_ir_drop]
p_per_area_nw_per_um2 = 1580
total_power_w = 0.0188
p_leak_nw = 4.34
ir_drop_mv = 1.24

[flow_run]
warnings = 28
drv_cap = 0

[yosys]
ys_cells = 406
netlist_instances = 406
ys_sh_aoi_pct = 0
top_cells_by_area = "edfxtp_1 (81%), nor2b_1 (17%), buf_2 (1.3%)"
logic_family = "simple AND/OR/NAND/NOR gates"
adder_share_pct = 0
synth.area.mux_share_pct = 0
ys_ff = 192
synth_cell_types = 7
netlist.area_leader.share_pct = 81.4
synth_area_leader_cell = "edfxtp_1"
syn_avg_cell_area_um2 = 17.4
ys_seq_share_pct = 81.4
simple_gate_share_pct = 17.0
syn_area_um2 = 7080
yosys_warnings = 1
xor_area_share_pct = 0
yosysChipArea_um2 = 7080

[global_route]
grt_overflow = 0
grt_pass1_wl_mm = 34.3
grt_start_max_net_pins = 50
grt_usage_pct = 7.08
first_global_vias = 5084
antenna_found_initial = 9

[final_timing]
slew_headroom_pct = 80.8
worst_pin_slew_ns = 0.287
layout_setup_ws_ns = -0.342
setup_viol = 192
finalHoldViolCount = 0
finalMaxSlewViolations = 0
max_freq_mhz = 745
min_period_ns = 1.34
finalCritPeriodShare_pct = 134
rsz0062_at_grt = "true"

[outcome]
status = "finished with violations"
violations = "setup timing"
-- stage by stage --
stage,hold WS (ns),setup TNS (ns)
after global placement,0.624,-113.68
after floorplan,0.378,-458.51
after global routing,0.105,-47.50
after detailed placement,0.620,-113.13
final,0.106,-34.40
after CTS,0.0752,-47.00
-- power breakdown --
group / leakage, nW / internal (W) / switching, W
Clock: 0.291 / 0.00356 / 0.00341
Sequential: 1.85 / 0.00955 / 0.000177
Combinational: 2.20 / 0.00141 / 0.000722
Total: 4.34 / 0.0145 / 0.00431
-- cell type report --
cell class	instances	area, um2	area share (%)
flip-flops and latches	192	5770	48.4
repair buffers	420	3380	28.4
multi-input cells	192	1200	10.1
well taps	765	957	8.04
clock buffers	17	425	3.57
clock inverters	15	170	1.43
inverters	1	7.51	0.0630
-- sequential cells by signal, summed over array words and instances (netlist names) --
name and cells:
ExtImmE 32, PCE 32, PCPlus4E 32, RD1E 32
RD2E 32, RdE 5, Rs1E 5, Rs2E 5
ALUctrlE 4, AddrModeE 4, branchE 3, JumpE 2
ALUsrcE 1, RegWriteE 1, ResultSrcE 1, WD3SrcE 1
-- per-layer routing --
| metal | GRT usage (%) | wire length (um) |
|---|---|---|
| met1 | 8.15 | 9360 |
| met2 | 10.4 | 10800 |
| met4 | 1.16 | 492 |
| met3 | 5.54 | 4400 |
| met5 | 0 | 114 |
-- logic make-up (layout without fill, tap and decap cells) --
kind of cell,Yosys count,after routing
AND/OR/NAND/NOR,192,192
buffers and inverters,22,453
flip-flops,192,192
-- synthesized netlist by cell type (all sizes together) --
library cell / count
buf: 20
clkbuf: 1
edfxtp: 192
inv: 1
nor2b: 189
or2: 3
-- worst max path at each step --
| stage | slack [ns] | end | start |
|---|---|---|---|
| 5_1_grt | -0.42 | ExtImmE[2] | ExtImmE[2]$_SDFFCE_PP0N_ |
| 4_1_cts | -0.44 | ExtImmE[2] | ExtImmE[2]$_SDFFCE_PP0N_ |
| 6_report | -0.34 | ExtImmE[2] | ExtImmE[2]$_SDFFCE_PP0N_ |
-- what timing repair did --
action	4_1_cts	5_1_grt
setup buffers	1	0
gates cloned	2	0
gates resized	648	4
setup endpoints to repair	240	192
Power figures rest on the tool's default switching activity, not on a simulated workload.
