==> flow/design.v <==
module pipeline_EXEtoMEM #(
    parameter WIDTH = 32
)(
    input logic     clk,
    input logic     stall,
    input logic [WIDTH-1:0] ALUResultE,
    input logic [WIDTH-1:0] WriteDataE,
    input logic [WIDTH-1:0] PCPlus4E,  
    input logic [4:0]       RdE,       
    output logic [WIDTH-1:0] ALUResultM,
    output logic [WIDTH-1:0] WriteDataM,
    output logic [WIDTH-1:0] PCPlus4M,
    output logic [4:0]       RdM,     
    input logic RegWriteE,           
    input logic ResultSrcE,          
    input logic [3:0] AddrModeE,     
    input logic WD3SrcE,             
    output logic RegWriteM,
    output logic ResultSrcM,
    output logic [3:0] AddrModeM,
    output logic WD3SrcM
);
always_ff @ (posedge clk) begin
    if(!stall) begin
        RegWriteM <= RegWriteE;
        ResultSrcM <= ResultSrcE;
        AddrModeM <= AddrModeE;
        WD3SrcM <= WD3SrcE;
        ALUResultM <= ALUResultE;
        WriteDataM <= WriteDataE;
        PCPlus4M <= PCPlus4E;
        RdM <= RdE;
    end
    else begin  
        RegWriteM <= 1'b1;
        ResultSrcM <= 1'b0;
        AddrModeM <= 4'b1000;
        WD3SrcM <= 1'b0;
        ALUResultM <= 32'd0;
        WriteDataM <= 32'd0;
        PCPlus4M <= 32'd0;  
        RdM <= 5'b0;
    end
end
endmodule
==> flow/run.sh <==
#!/bin/bash
# OpenROAD 26Q1-2900-gdf79404cd8, Yosys 0.63+post, stock flow scripts
make -C /OpenROAD-flow-scripts/flow DESIGN_CONFIG=/design/flow/config.mk WORK_HOME=/design/flow/orfs finish
==> flow/config.mk <==
export PLATFORM = sky130hd
export DESIGN_NAME = pipeline_EXEtoMEM
export DESIGN_NICKNAME = pipeline_EXEtoMEM
export VERILOG_FILES = /design/flow/design.v
export SDC_FILE = /design/flow/constraint.sdc
export NUM_CORES = 4
export LEC_CHECK = 1
export CORE_UTILIZATION = 30
==> flow/constraint.sdc <==
current_design pipeline_EXEtoMEM

set clk_period 1.0
set clk_io_pct 0.2

create_clock -name clk0 -period $clk_period [get_ports {clk}]

set non_clock_inputs [all_inputs -no_clocks]
set_input_delay [expr $clk_period * $clk_io_pct] -clock clk0 $non_clock_inputs
set_output_delay [expr $clk_period * $clk_io_pct] -clock clk0 [all_outputs]
==> flow_summary.toml <==
# generated from flow reports
[setup_path]
crit_fanout = 1
worstPathRequired_ps = 800
end_kind = "output pin"
startpoint = "ALUResultM[15]$_SDFF_PP0_"
cp.arrival_ps = 780
cp_cell_sequence = "buf_2"
endpoint = "ALUResultM[15]"
path_delay_family = "flip-flops"
crit_path_start_kind = "register"
cp.depth = 1
slowest_stage = "dfxtp_2"
cpPeakStageDelay_ps = 330
critPathKind = "reg -> out"
critPathBufInv = 1

[timing]
max_freq_mhz = 1020
setup_violations = 0
tightest_slew_ps = 184
postLayoutSetupSlackWorst_ps = 22.2
timing.final.crit_share_pct = 97.8
whs_ps = 295
drv_slew = 0
relSlewSlack_pct = 87.8
hold_viol = 0
rsz0062_at_grt = "true"
min_period_ps = 978

[logic_synthesis]
synth_flops = 108
ys_seq_share_pct = 72.7
syn_area_per_cell_sq_um = 13.0
synth_cell_types = 7
yosys_warnings = 1
yosys_cells = 228
syn-cell-area_sq_um = 2970
synthCells = 228
ys_area_sq_um = 2970

[placed_design]
dp_cells = 565
dpl_cell_area_sq_um = 5280
gp_congestion = 0.763
post-place-ws_ps = 7.80
dp_hpwl_um = 5540
numPortBuffers = 217

[routing]
highest_layer = "met4"
vias = 2183
finalWirelength_um = 7390
wl_met3_um = 952
drc = 0
drt_first_iter_violations = 30
vias_per_cell = 3.76
wl_per_cell_um = 12.7
drtAntennaViolNets = 0
dr.pass1.iters = 2
wl_met1_um = 2880
antennaDiodeCount = 0
wl_met2_um = 3440

[cts]
cts_tree = "yes"
cts_buffers = 9
cts_buffer_depth = 2
postCtsHoldBufs = 0
clk_pin_slew_ps = 100
cts_max_level = 3
cts.sinks = 108
cts-root-buf = "clkbuf_8"

[die]
initCoreUtil_pct = 31.6
io_pins = 218
die_h_um = 102
rows = 35
die_w_um = 102
design.core.area_sq_um = 9420
dieArea_sq_um = 10300

[layout]
drive_gt1_share_pct = 30.8
fin_area_sq_um = 4940
area_delta_synth_final_pct = 66.2
layoutNonFillerInstCount = 581
fill_cells = 858
lay_top_cells = "clkdlybuf4s50_1 (108), buf_2 (108), dfxtp_1 (96)"

[power_and_ir_drop]
p_leak_nw = 2.35
ir_drop_mv = 0.807
total_power_mw = 7.79
power_density_nw_per_um2 = 1580

[global_route]
grt_pass1_vias = 2130
grt_pass1_wl_um = 11000
grt_max_degree = 50
gr-usage-all-layers_pct = 14.3
gr-total-overflow = 0
antenna_found_initial = 0

[flow_run]
cap_viol_max_count = 0
warning_count = 27

[status]
status = "finished clean"

[hold_path]
hold_class = "in -> reg"
-- where the power goes --
part	total, mW	internal (mW)	leakage, nW	switching [mW]
clock network	2.37	0.980	0.0855	1.39
logic	0.838	0.649	1.36	0.188
registers	4.58	4.53	0.903	0.0441
-- per-layer routing --
layer  vias to the layer above  track usage (%)
met5                         -                0
met4                         0             2.01
met3                         9             5.60
met2                       118             23.6
met1                       938             18.7
li1                       1118                -
-- registers in the layout (all words and copies together) (netlist names) --
name / flops
PCPlus4M: 32
WriteDataM: 32
WD3SrcM: 1
RegWriteM: 1
ALUResultM: 32
ResultSrcM: 1
RdM: 5
AddrModeM: 4
-- cells in the mapped netlist --
library cell	instances	area share (%)
dfxtp_1	108	73
clkbuf_1	8	1.0
and2b_1	53	13
or2_1	2	0.42
buf_2	1	0.17
nor2b_1	53	11
buf_6	3	1.1
-- stage by stage --
| step | TNS (ps) | utilization (%) |
|---|---|---|
| after floorplan | 0 | - |
| after global placement | 0 | 56.1 |
| after detailed placement | 0 | 56.1 |
| after CTS | -17.1 | 52.3 |
| after global routing | -967 | 52.5 |
| final | 0 | 52.5 |
-- cell type report --
class	count	area, sq um	area share [%]
Multi-Input combinational cell	108	742	15.0
Tap cell	129	161	3.27
Sequential cell	108	2180	44.1
Clock buffer	11	141	2.86
Clock inverter	5	37.5	0.760
Timing Repair Buffer	220	1680	34.0
-- logic make-up after synthesis --
family,count (synthesis),synth area share (%)
flip-flops,108,72.7
buffers and inverters,12,2.31
AND/OR/NAND/NOR,108,25.0
-- how the worst min path moves through the flow --
stage	depth (start not counted)	start	slack, ps	to
5_1_grt	3	stall	300	ALUResultM[30]$_SDFF_PP0_
4_1_cts	3	stall	280	WriteDataM[20]$_SDFF_PP0_
6_report	3	stall	290	WriteDataM[13]$_SDFF_PP0_
-- what timing repair did --
action / in CTS / in global routing
endpoints found under the setup margin: 108 / 83
endpoints found under the hold margin: 0 / 0
setup buffers: 0 / 0
gates resized: 339 / 9
pin swaps: 0 / 0
No activity file was given, so power comes from the tool's default toggle rates.
